<file path="run.sh">
#!/bin/bash
# OpenROAD 26Q1-2900-gdf79404cd8, Yosys 0.63+post, stock flow scripts
make -C /OpenROAD-flow-scripts/flow DESIGN_CONFIG=/design/flow/config.mk WORK_HOME=/design/flow/orfs finish
</file>
<file path="config.mk">
export PLATFORM = sky130hd
export DESIGN_NAME = ALU
export DESIGN_NICKNAME = ALU
export VERILOG_FILES = /design/flow/design.v
export SDC_FILE = /design/flow/constraint.sdc
export NUM_CORES = 4
export LEC_CHECK = 1
export CORE_AREA = 10 10 72 72
export DIE_AREA = 0 0 82 82
</file>
<file path="constraint.sdc">
current_design ALU

set clk_period 7.2
set clk_io_pct 0.2

create_clock -name clk0 -period $clk_period [get_ports {clock}]

set non_clock_inputs [all_inputs -no_clocks]
set_input_delay [expr $clk_period * $clk_io_pct] -clock clk0 $non_clock_inputs
set_output_delay [expr $clk_period * $clk_io_pct] -clock clk0 [all_outputs]
</file>
<file path="design.v">
module ALU(
    output [7:0] result1 ,
    output [ 7 : 0 ] result2 ,
    output zeroFlag,
    output overflowFlag,
    input clock ,
    input ALUControl ,
    input ALUEnable ,
    input [ 7 : 0 ] operand1 ,
    input [ 7 : 0 ] operand2
) ;
    reg [ 8 : 0 ] internalResult ;
    reg [ 8 : 0 ] ALUResult ;
    always @ (*) begin
        internalResult = ALUControl ? operand1 + operand2 : operand1 - operand2;
    end
    always @ (posedge clock ) begin
        if ( ALUEnable )
            ALUResult = internalResult ;
    end
    assign zeroFlag= ! ALUResult ;
    assign overflowFlag = ALUResult [ 8 ] ;
    assign result1 = internalResult [ 7 : 0 ] ;
    assign result2 = ALUResult [ 7 : 0 ] ;
endmodule
</file>
==> run summary <==
Synthesis and place-and-route results.

- The run finished with clean final reports.
- The layout filler cell count is about 380.
- The mean number of vias per cell is approximately 4.2.
- The flip-flop count of the largest register, all copies and words added is 9.
- Nets still carrying antenna violations after routing amount to 0.
- The worst slew margin relative to its limit is between 70 and 80%.
- The summed negative setup slack over all endpoints is 0 ns.
- Summing internal, switching and leakage power gives roughly 0.00024 W.
- The total congestion overflow after global routing is 0.
- The sum of routed wire length over all layers is between 1500 and 2000 um.
- Buffers inserted during clock tree synthesis total 3.
- The worst endpoint data arrival time is roughly 4.2 ns.
- The chip area is between 6000 and 7000 um2.
- CTS placed an instance of clkbuf_8 at the clock tree root.
- On the reported timing paths, the clock transition at the registers reads ~0.040 ns.
- The most instantiated flip-flop cell in the synthesis netlist is edfxtp_1.
- After synthesis, the mean cell area works out to around 9.6 um2.
- The delay of the slowest cell on the worst path is 0.53 ns.
- The final tally of max-slew violations is 0.
- The number of levels the H-tree was split into is 1.
- TritonCTS built the clock tree.
- The critical path contains buffers and inverters numbering 2 combined.
- The routed design shows a wire length per standard cell of between 10 and 15 um.
- The number of max-cap violations is 0.
- In the final report, the number of hold violations comes to 0.
- The die height is a little over 80 um.
- The row count is 22.
- The share of the core area taken by cells at floorplan is between 20% and 30%.
- The last weighted congestion value of the routability-driven placer is around 0.77.
- The slowest cell on the critical path is clkdlybuf4s50_1.
- The number of setup violations in the final report is 0.
- Hold timing on the final database bottoms out at a slack of 1.95 ns.
- The final non-filler cell total is approximately 170.
- The number of DRC violations after detailed routing is 0.
- The clock period minus worst slack is roughly 5.7 ns.
- The post-synthesis cell count from yosys is 91.
- The family with the most delay on the worst path is buffers and inverters.
- The class of the most critical setup path is input pin to output pin.
- The worst path uses 78.7% of the clock period.
- The post-cts sizing count is 0.
- In this run the cell area of the synthesized design comes to between 800 and 900 um2.
- The first-pass iteration count of the detailed router is 4.
- Per the run report, area growth between synthesis and finish was 46.1%.
- After the first detailed-routing iteration, the DRC count stood at 15.
- In the layout the commonest cells are clkdlybuf4s50_1 (36), nor2_1 (11), edfxtp_1 (9), xor2_1 (9), ha_1 (9).
- The power per cell area is 190 nW/um2.
- The startpoint kind of the worst setup timing path is an input pin.
- The number of ports placed on the die boundary is 37.
- Synthesis inferred 9 register bits.
- Setup repair after global routing left no endpoint under its margin.
- Per the placement report, the placed cell count is ~170.
- The post-synthesis cell type count is 28.
- The layout summary lists the proportion of cells stronger than drive strength 1 as under 10%.
- The pin slew with the least headroom to its limit is 0.387 ns.
- The number of antenna violations at the first check in global routing is 0.
- Timing would allow up to around 180 MHz.
- The core region is approximately 3700 um2.
- The clock sink total is 9.
- The part of the Yosys area used for sequential elements is between 30% and 40%.
- Hold repair after CTS inserted 0 buffers.
- The warning tally printed by Yosys for this design is 1.
- Across all layers, the routed design uses ~710 vias.
- The cell sequence reported for the critical path is clkdlybuf4s50_1, nor2_1, nor4b_1, nor2_1, xor2_1, ha_1, o21a_1, o21ai_0, a21oi_1, nor3_1, clkdlybuf4s50_1.
- Per the OpenROAD floorplan log, the width of the die is ~80 um.
- The cell count after synthesis came out at around 90.
- The half-perimeter wire length of the detailed placement result is 1820 um.
- The required time at the worst-slack endpoint is about 5.8 ns.
- The via count of the first global-routing pass is 735.
- The layout report lists the multi-input gate area as around 510 um2.
- The total global routing track utilization is around 5.5%.
- The largest net degree at the start of global routing is 10.
- The tool warning count for the run is 25.
- Yosys reports a chip area of just under 900 um2.
- In this run the static leakage power is around 0.5 nW.
- Yosys mapped a number of flops with a built-in enable equal to 9.
- The worst-case IR drop observed on VDD is 0.0000530 V.
- The sort of element at the end of the critical path is an output pin.
- The number of buffers on the longest clock path is 2.
- The most frequent logic cell in the layout is clkdlybuf4s50_1.
- The buffers inserted during post-CTS setup optimization is 0.
- Note that the worst hold path type here is input pin to register.
- The proportion of synthesized flip-flops having asynchronous set or reset is 0%.
- In the routed netlist, the antenna diode instances number 0.
- Port buffering added 36 buffers.
- Of all nets on the critical path, the largest fanout is 4.
- The first-pass GRT wire length is 3040 um.
- The total area of sequential cells is between 200 and 300 um2.
path summary, 6_finish.rpt:
check	start	endpoint	slack, ns	cells past startpoint
max	operand2[2]	result1[7]	1.53	11
min	operand1[0]	ALUResult[0]	1.95	2
stage by stage:
| step | utilization, % | setup WS (ns) | area (um2) |
|---|---|---|---|
| final | 34.5 | 1.53 | 1270 |
| after global placement | 33.3 | 1.59 | 1230 |
| after global routing | 34.5 | 1.31 | 1270 |
| after detailed placement | 33.3 | 1.51 | 1230 |
| after floorplan | - | 2.62 | 871 |
| after CTS | 34.5 | 1.51 | 1270 |
synth_stat cells (all sizes together), types with 2 or more instances:
| library cell | n | area (um2) |
|---|---|---|
| a21o | 2 | 15.0 |
| a21oi | 5 | 25.0 |
| buf | 8 | 60.1 |
| edfxtp | 9 | 270 |
| ha | 9 | 113 |
| inv | 7 | 26.3 |
| nand2 | 3 | 11.3 |
| nor2 | 11 | 41.3 |
| nor2b | 2 | 20.0 |
| nor3 | 4 | 20.0 |
| nor4 | 2 | 12.5 |
| o21a | 2 | 15.0 |
| o21ai | 3 | 15.0 |
| xnor2 | 3 | 26.3 |
| xor2 | 9 | 78.8 |
layer usage:
layer / track usage (%) / part of all wire (%)
met1: 6.58 / 42
met2: 9.17 / 42
met4: 0.510 / 0
met3: 2.75 / 16
met5: 0 / 0
where the power goes:
group          internal (W)  switching (W)   total, W  leakage (nW)
Combinational     0.0000700      0.0000396   0.000110         0.398
Sequential        0.0000727     0.00000457  0.0000773        0.0881
Clock             0.0000383      0.0000165  0.0000547        0.0228
cell families after synthesis:
logic type               count (synthesis)  synth area share (%)
multiplexers                             2                  2.44
buffers and inverters                   16                  10.3
flip-flops                               9                  31.0
XOR/XNOR                                12                  12.1
adder cells (fa/ha/maj)                 10                  15.2
AND-OR/OR-AND                           16                  13.2
AND/OR/NAND/NOR                         26                  15.7
final cells by class:
type                       instances  share of cell area, %
multi-input combinational         66                   40.1
timing repair buffer              36                   28.3
sequential                         9                   21.2
tap                               48                   4.72
clock buffer                       4                   3.54
inverter                           7                   2.06
Power and IR drop assume default switching activity.
